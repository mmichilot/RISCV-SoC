**design/flow/run.sh**
```bash
#!/bin/bash
# OpenROAD 26Q1-2900-gdf79404cd8, Yosys 0.63+post, stock flow scripts
make -C /OpenROAD-flow-scripts/flow DESIGN_CONFIG=/design/flow/config.mk WORK_HOME=/design/flow/orfs finish
```
**design/flow/config.mk**
```make
export PLATFORM = sky130hd
export DESIGN_NAME = addr_decoder
export DESIGN_NICKNAME = addr_decoder
export VERILOG_FILES = /design/flow/design.v
export SDC_FILE = /design/flow/constraint.sdc
export NUM_CORES = 4
export LEC_CHECK = 1
export CORE_AREA = 10 10 94 94
export DIE_AREA = 0 0 104 104
```
**design/flow/constraint.sdc**
```tcl
current_design addr_decoder

set clk_period 1.4
set clk_io_pct 0.2

create_clock -name clk0 -period $clk_period

set non_clock_inputs [all_inputs -no_clocks]
set_input_delay [expr $clk_period * $clk_io_pct] -clock clk0 $non_clock_inputs
set_output_delay [expr $clk_period * $clk_io_pct] -clock clk0 [all_outputs]
```
**design/flow/design.v**
```verilog
`timescale 1ns / 1ps
module addr_decoder #(
        NUM_INPUTS = 2
    ) (
        input  logic [31:0] adr_i,
        input  logic [NUM_INPUTS-1:0][63:0] rules,
        output logic [NUM_INPUTS-1:0] input_select
    );
    always_comb begin
        integer i;
        for (i = 0; i < NUM_INPUTS; i++) begin
            logic [31:0] prefix, mask;
            {prefix, mask} = rules[i];
            input_select[i] = ~|((adr_i & mask) ^ prefix);
        end
    end
endmodule
```
==> out/results.tsv <==
stage	metric	value	unit
placement	port_buffers	162	
finish	sequential_cell_area	0	um2
timing	timing.final.crit_period	1710	ps
finish	drive_gt1_frac	0.272	
power_and_ir_drop	seq_power_share	0	
placement	dp_hpwl	6410	um
worst_setup_path	critPathCaptureType	primary output	
die	rows	30	
synthesis	synthMuxAreaShare	0	
run	warning_count	34	
timing	final-hold-violation-count	0	
finish	clockBufferCount	0	
power_and_ir_drop	comb_power_share	1.000	
cts	holdBufCountCts	0	
route	route.final.wire_length	7030	um
global_routing	track_usage	0.122	
timing	finalSetupViolations	2	
finish	seq_cells	0	
global_routing	grt_antenna_before_repair	0	
worst_setup_path	category_of_the_critical_setup_timing_path	input port to primary output	
route	route.antenna.diode_count	0	
worst_setup_path	worstSetupStartpointType	input port	
power_and_ir_drop	cellPowerDensity	225	nW/um2
die	chipArea	10800	um2
timing	slew_headroom	0.860	
synthesis	synthCells	170	
synthesis	synth_seq_share	0	
min_path	hold_path_class	input port to primary output	
global_routing	number_of_global_route_vias_before_repair	2111	
route	num_vias	2069	
synthesis	yosys.area_share.aoi	0.582	
synthesis	synthesized_area	1190	um2
timing	post_layout_period_usage_of_the_worst_path	1.22	
power_and_ir_drop	p_sw	235	uW
route	detail_route.iter0.violations	63	
timing	max_clock_freq	584	MHz
die	die.size.y	104	um
worst_setup_path	cp_slowest_stage_delay	270	ps
timing	worstMarginPinSlew	209	ps
power_and_ir_drop	power_frac_clock	0	
worst_setup_path	path_cells	dlygate4sd2_1 > a21oi_1 > o22a_1 > nand4_1 > nor4_2 > buf_2	
synthesis	cell_type_count	11	
placement	routabilityCongestion	0.776	
synthesis	ys_sh_xor	0	
run	drv_cap	0	
synthesis	ys_cells	170	
route	vias_per_instance	4.80	
route	detail_route.wl_per_cell	16.3	um
worst_setup_path	crit_path_max_delay_cell_type	nor4_2	
status	failed_checks	negative setup slack	
worst_setup_path	worst_ep_required_time	1120	ps
worst_setup_path	critical_path_peak_fanout	4	
placement	dp_slack	-1110	ps
route	drt_pass1_iterations	4	
die	fp_util	0.174	
synthesis	avgSynthCellArea	6.98	um2
die	die_width	104	um
power_and_ir_drop	static_leak	0.00145	uW
status	run_status	complete, but fails checks	
synthesis	fa_ha_maj_area_frac	0	
global_routing	grt_pass1_wl	11000	um
route	drt_drc_violations_left	0	
synthesis	yosysWarningCount	1	
die	num_io_pins	162	
global_routing	globalRoute.totalOverflow	0	
timing	rsz0062_at_grt	true	
power_and_ir_drop	cellInternalPower	390	uW
power_and_ir_drop	swShare	0.376	
power_and_ir_drop	ir_worst_vdd	0.0783	mV
finish	area_growth_syn_to_layout	134	%
worst_setup_path	worstPathArrival	1430	ps
timing	final_critical_path_setup_slack	-311	ps
placement	post-place-cells	430	
finish	finish.cell_count_without_fillers	431	
synthesis	synth.cellmix.simpleShare	0.418	
die	coreArea	6830	um2
global_routing	grt_start_max_net_pins	5	
timing	number_of_pins_with_negative_max_slew_slack_in_the_final_report	0	
synthesis	dominant_non_sequential_cell_family_after_synthesis	AND-OR/OR-AND gates	
route	drtAntennaViolNets	0	
synthesis	synth_chip_area	1190	um2
-- per-stage QoR --
step / hold WS (ps) / setup TNS (ps) / util / total power (uW) / instance area, um2
global route: 1090 / -779 / 0.406 / 687 / 2770
global placement: 1690 / -2160 / 0.431 / 723 / 2940
floorplan: 762 / 0 / - / 192 / 1190
detailed placement: 1680 / -2160 / 0.431 / 733 / 2940
CTS: 1080 / -643 / 0.406 / 610 / 2770
finish: 1020 / -576 / 0.406 / 624 / 2770
-- cell type report --
| type | count | area, um2 |
|---|---|---|
| tap | 96 | 120 |
| multi-input combinational | 170 | 1310 |
| timing repair buffer | 165 | 1350 |
| fill | 737 | 4060 |
-- worst max-delay path, delay by kind of cell --
family | cells | cell delay (ps)
AND/OR/NAND/NOR | 2 | 430
buffers and inverters | 2 | 390
AND-OR/OR-AND | 2 | 330
-- layer usage --
| layer | up-vias | global-route usage | part of all wire |
|---|---|---|---|
| met2 | 86 | 0.224 | 0.51 |
| met5 | - | 0 | 0 |
| li1 | 1063 | - | - |
| met3 | 4 | 0.0282 | 0.060 |
| met1 | 916 | 0.146 | 0.42 |
| met4 | 0 | 0.00497 | 0.0077 |
-- cell families (layout without fill, tap and decap cells) --
logic type             Yosys count  in the layout
AOI/OAI and AO/OA               96             96
and+or+nand+nor                 74             74
buffers and inverters            0            165
-- what timing repair did --
item / CTS / global route
pin swaps: 106 / 37
resized: 300 / 78
setup endpoints to repair: 2 / 2
setup buffers: 1 / 0
cloned: 0 / 0
hold endpoints to repair: 0 / 0
-- worst paths after layout --
| kind | start | endpoint | slack (ps) | cells past startpoint |
|---|---|---|---|---|
| setup / recovery | adr_i[2] | input_select[1] | -310 | 6 |
| hold / removal | adr_i[12] | input_select[1] | 1020 | 6 |
-- Yosys cell counts (all sizes together) --
cell,instances,area share
nand3,16,0.068
nor4,2,0.021
nand4,8,0.042
a211oi,16,0.13
and3b,16,0.12
a21o,16,0.10
a21oi,32,0.14
a21boi,16,0.10
and3,32,0.17
o22a,16,0.12
-- power groups by stage --
stage	logic (uW)	registers, uW	clock network [uW]
after CTS	610	0	0
after global routing	687	0	0
final	624	0	0
-- placed cells by master (no fill, tap or decap), drive strengths merged --
cell           Yosys  final
buf                0     35
nor4               2      2
o22a              16     16
a21boi            16     16
and3              32     32
nand4              8      8
nand3             16     16
and3b             16     16
clkdlybuf4s15      0     34
clkbuf             0     19
dlygate4sd2        0     77
a21oi             32     32
a21o              16     16
a211oi            16     16
Power and IR drop assume default switching activity.
