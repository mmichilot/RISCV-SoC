==> ./design.v <==
`timescale 1ns / 1ps
module clint (
        input clk,
        input rst_n,
        input  logic        wb_cyc_i,
        input  logic        wb_stb_i,
        input  logic        wb_we_i,
        input  logic [15:0] wb_adr_i,
        input  logic [3:0]  wb_sel_i,
        input  logic [31:0] wb_dat_i,
        output logic [31:0] wb_dat_o,
        output logic        wb_ack_o,
        output logic software_int,
        output logic timer_int
    );
    logic [31:0] msip_q, msip_n;
    logic [31:0] mtime_q, mtime_n;
    logic [31:0] mtimeh_q, mtimeh_n;
    logic [31:0] mtimecmp_q, mtimecmp_n;
    logic [31:0] mtimecmph_q, mtimecmph_n;
    logic [63:0] mtime, mtimecmp;
    assign mtime = {mtimeh_q, mtime_q};
    assign mtimecmp = {mtimecmph_q, mtimecmp_q};
    typedef enum logic [15:0] {
        MSIP      = 16'h0000,
        MTIME     = 16'h4000,
        MTIMEH    = 16'h4004,
        MTIMECMP  = 16'hBFF8,
        MTIMECMPH = 16'hBFFC
     } clint_addr_e;
    assign wb_ack_o = wb_cyc_i & wb_stb_i;
    always_comb begin : reg_read
        unique case (wb_adr_i)
            MSIP:      wb_dat_o = {31'b0, msip_q[0]};
            MTIME:     wb_dat_o = mtime_q;
            MTIMEH:    wb_dat_o = mtimeh_q;
            MTIMECMP:  wb_dat_o = mtimecmp_q;
            MTIMECMPH: wb_dat_o = mtimecmph_q;
            default:   wb_dat_o = '0;
        endcase
    end
    always_comb begin : setup_reg_write
        integer i;
        msip_n      = msip_q;
        mtimecmp_n  = mtimecmp_q;
        mtimecmph_n = mtimecmph_q;
        {mtimeh_n, mtime_n} = mtime + 1;
        for (i = 0; i < 4; i++) begin
            logic we;
            we = wb_cyc_i & wb_stb_i & wb_we_i & wb_sel_i[i];
            unique case (wb_adr_i)
                MSIP:      if (we) msip_n[0] = wb_dat_i[0];
                MTIME:     if (we) mtime_n[8*i +: 8] = wb_dat_i[8*i +: 8];
                MTIMEH:    if (we) mtimeh_n[8*i +: 8] = wb_dat_i[8*i +: 8];
                MTIMECMP:  if (we) mtimecmp_n[8*i +: 8] = wb_dat_i[8*i +: 8];
                MTIMECMPH: if (we) mtimecmph_n[8*i +: 8] = wb_dat_i[8*i +: 8];
                default: ;
            endcase
        end
    end
    always_ff @(posedge clk or negedge rst_n) begin : reg_write
        if (~rst_n) begin
            msip_q      <= '0;
            mtime_q     <= '0;
            mtimeh_q    <= '0;
            mtimecmp_q  <= '0;
            mtimecmph_q <= '0;
        end else begin
            msip_q      <= msip_n;
            mtime_q     <= mtime_n;
            mtimeh_q    <= mtimeh_n;
            mtimecmp_q  <= mtimecmp_n;
            mtimecmph_q <= mtimecmph_n;
        end
    end
    assign software_int = msip_q[0];
    assign timer_int = mtime >= mtimecmp;
endmodule
==> ./run.sh <==
#!/bin/bash
# OpenROAD 26Q1-2900-gdf79404cd8, Yosys 0.63+post, stock flow scripts
make -C /OpenROAD-flow-scripts/flow DESIGN_CONFIG=/design/flow/config.mk WORK_HOME=/design/flow/orfs finish
==> ./config.mk <==
export PLATFORM = sky130hd
export DESIGN_NAME = clint
export DESIGN_NICKNAME = clint
export VERILOG_FILES = /design/flow/design.v
export SDC_FILE = /design/flow/constraint.sdc
export NUM_CORES = 4
export LEC_CHECK = 1
export CORE_UTILIZATION = 50
==> ./constraint.sdc <==
current_design clint

set clk_period 10.2
set clk_io_pct 0.2

create_clock -name clk0 -period $clk_period [get_ports {clk}]

set non_clock_inputs [all_inputs -no_clocks]
set_input_delay [expr $clk_period * $clk_io_pct] -clock clk0 $non_clock_inputs
set_output_delay [expr $clk_period * $clk_io_pct] -clock clk0 [all_outputs]
==> ds_physical_params.txt <==
Characteristics after synthesis and place and route

Parameter                              Value

Power and ir drop
  Standby leakage power .................. about 4.3 nW
  Areal power density over the cells .................. 123 nW/um^2
  Largest vdd supply drop .................. approximately 120 uV

Critical path
  Required time of the critical path .................. 8.16 ns
  Startpoint of the lowest-slack register-to-register path .................. mtime_q[0]
  Startpoint of the most critical setup path .................. wb_adr_i[5]
  Critical Path Fanout Max .................. 21
  Reg2Reg Capture Point .................. mtimeh_q[10]
  WS Path Type .................. primary input to output pin
  Crit path arrival time .................. 4.90 ns
  Startpoint types .................. primary input
  Type of destination of the critical path .................. output pin
  Critical path endpoint .................. wb_dat_o[0]
  R2R depth .................. 8
  Reg-to-reg setup timing slack .................. about 7.4 ns

Clock network
  Number of gates resized after CTS .................. 0
  Number of levels in the clock H-tree .................. 4
  CTS sink count .................. 129
  Clock-pin transition on the worst setup and hold timing paths .................. about 0.060 ns
  Maximum count of clock buffers along a single path .................. 2
  Number of setup buffers added after CTS .................. 0
  Post-cts hold buffer count .................. 0
  CTS Root Buffer Type .................. sky130_fd_sc_hd__clkbuf_16
  TritonCTS clock tree .................. done
  CTS Buf Count .................. 17
  Clock latency reported for the late side of the worst-skew pair .................. 0.42 ns

Synth
  Post-synth seq share .................. 38.9%
  EDFF count, synth .................. 0
  Distinct lib cells .................. roughly 53
  Cells in synth_stat.txt .................. between 900 and 1,000
  Per-instance average area after synthesis .................. ~8.5 sq um
  Cell area after technology mapping .................. 8300 sq um
  FF+latch count, synth .................. around 130
  Async SR Flop Fraction .................. 100%
  Gate count after technology mapping .................. just under 1,000
  Predominant post-synthesis flop cell .................. sky130_fd_sc_hd__dfrtp_1
  YS warnings .................. 1
  Chip area estimate from yosys synthesis .................. around 8300 sq um

Floorplan
  Die area .................. roughly 17,000 sq um
  Count of pins on the block boundary .................. 92
  Effective utilization at floorplan .................. around half
  Floorplan die height .................. approximately 130 um
  Number of standard-cell rows in the floorplan .................. 46
  DIE WIDTH .................. ~130 um
  Area of the core .................. between 15,000 and 20,000 sq um

Detailed routing
  Routed len/inst .................. about 19 um
  Routed WL .................. around 24,000 um
  Final antenna-violating net count .................. 0
  Iteration-0 DRC Markers .................. around 500
  Detail-routed via count per cell .................. between 5 and 6
  ANT cells .................. 0
  Total number of vias .................. between 7,000 and 8,000
  Detailed-routing iteration count for the pre-antenna-repair pass .................. 6
  DRC violation count after routing .................. 0

Final layout
  Area overhead of the layout relative to synthesis .................. 21.2%
  Share of cells above drive strength 1 .................. 6.87%

STA
  Number of slew-limit violations in the final report .................. 0
  Tightest Pin Transition .................. 0.778 ns
  Fin crit share .................. 68.1%
  Minimum period implied by the final worst setup slack .................. 6.94 ns
  Final Skew .................. roughly 0.0065 ns
  Fin worst setup slack .................. roughly 3.3 ns
  Final worst hold slack .................. ~0.55 ns
  Accumulated negative setup slack .................. 0 ns
  Unrepaired setup endpoints after global routing .................. false
  Max Fclk .................. 144 MHz
  Slew headroom .................. a little under half
  Final Hold Viols .................. 0
  Total setup violations reported at the end of the flow .................. 0

Job
  OpenROAD warning count .................. 26
  Total of max-cap violations .................. 0

GRT
  Number of antenna violations at the first check in global routing .................. 0
  Global-route wire length before repair .................. between 30,000 and 40,000 um
  Global-route usage over all layers .................. 30.6%
  Number of global-route vias before repair .................. between 6,000 and 7,000
  Maximum number of pins on one net before global-route repair .................. between 50 and 60
  Total congestion overflow .................. 0

Placed design
  Setup Slack @ Placement .................. between 3 and 4 ns
  Half-perimeter wire length after placement .................. between 15,000 and 20,000 um
  Number of buffers added on ports .................. 91
  GPL Wtd Cong .................. about 1

Min path
  Min-delay worst type .................. register to register

Status
  Status .................. finished, final reports clean
## sequential cells by signal, indices dropped and copies added (netlist names)
name / cells
mtimeh_q: 32
msip_q: 1
mtimecmp_q: 32
mtime_q: 32
mtimecmph_q: 32
## power breakdown
group | switching (mW) | total (mW) | internal [mW]
Combinational | 0.0256 | 0.0482 | 0.0225
Clock | 0.238 | 0.679 | 0.441
Sequential | 0.00150 | 0.514 | 0.513
Total | 0.265 | 1.24 | 0.976
## kinds of logic after synthesis
group / after synthesis / synth area share, %
adder cells (fa/ha/maj): 65 / 9.80
buffers and inverters: 110 / 5.55
AND/OR/NAND/NOR: 397 / 23.8
AND-OR/OR-AND: 214 / 15.0
flip-flops: 129 / 38.9
XOR/XNOR: 61 / 6.44
multiplexers: 4 / 0.543
## synth_stat cells (2+ instances only)
| master | instances | area [sq um] |
|---|---|---|
| sky130_fd_sc_hd__a222oi_1 | 5 | 50.1 |
| sky130_fd_sc_hd__a221o_1 | 3 | 30.0 |
| sky130_fd_sc_hd__o21ai_0 | 87 | 435 |
| sky130_fd_sc_hd__xnor2_1 | 12 | 105 |
| sky130_fd_sc_hd__clkbuf_1 | 26 | 97.6 |
| sky130_fd_sc_hd__and4_1 | 6 | 52.6 |
| sky130_fd_sc_hd__o21ai_1 | 23 | 115 |
| sky130_fd_sc_hd__buf_6 | 2 | 22.5 |
| sky130_fd_sc_hd__nand2_1 | 190 | 713 |
| sky130_fd_sc_hd__o211ai_1 | 3 | 22.5 |
| sky130_fd_sc_hd__nor4_1 | 3 | 18.8 |
| sky130_fd_sc_hd__a211oi_1 | 2 | 15.0 |
| sky130_fd_sc_hd__nor2_4 | 3 | 33.8 |
| sky130_fd_sc_hd__buf_4 | 5 | 37.5 |
| sky130_fd_sc_hd__and4_4 | 3 | 33.8 |
| sky130_fd_sc_hd__nor4_4 | 2 | 42.5 |
| sky130_fd_sc_hd__mux2_2 | 3 | 33.8 |
| sky130_fd_sc_hd__buf_2 | 8 | 40.0 |
| sky130_fd_sc_hd__nand3_1 | 58 | 290 |
| sky130_fd_sc_hd__nor4_2 | 4 | 50.1 |
| sky130_fd_sc_hd__ha_1 | 65 | 813 |
| sky130_fd_sc_hd__inv_1 | 68 | 255 |
| sky130_fd_sc_hd__a21oi_1 | 46 | 230 |
| sky130_fd_sc_hd__nand3_2 | 3 | 30.0 |
| sky130_fd_sc_hd__a21o_1 | 13 | 97.6 |
| sky130_fd_sc_hd__and2_1 | 4 | 25.0 |
| sky130_fd_sc_hd__a22oi_1 | 27 | 203 |
| sky130_fd_sc_hd__nand4_1 | 37 | 231 |
| sky130_fd_sc_hd__and3_1 | 19 | 119 |
| sky130_fd_sc_hd__nor2_1 | 41 | 154 |
| sky130_fd_sc_hd__nor3_1 | 11 | 55.1 |
| sky130_fd_sc_hd__dfrtp_1 | 129 | 3230 |
| sky130_fd_sc_hd__xor2_1 | 49 | 429 |
## cells in the final DEF, fill, tap and decap left out, types with 6 or more instances in the layout
cell type                         count
sky130_fd_sc_hd__nand2_1            190
sky130_fd_sc_hd__o21ai_1             23
sky130_fd_sc_hd__xor2_1              49
sky130_fd_sc_hd__inv_1               68
sky130_fd_sc_hd__clkbuf_16           17
sky130_fd_sc_hd__xnor2_1             12
sky130_fd_sc_hd__and4_1               6
sky130_fd_sc_hd__o21ai_0             87
sky130_fd_sc_hd__buf_4               17
sky130_fd_sc_hd__ha_1                65
sky130_fd_sc_hd__a21oi_1             46
sky130_fd_sc_hd__nor3_1              10
sky130_fd_sc_hd__nor2_1              41
sky130_fd_sc_hd__nand4_1             37
sky130_fd_sc_hd__a21o_1              13
sky130_fd_sc_hd__dfrtp_1            129
sky130_fd_sc_hd__nand3_1             58
sky130_fd_sc_hd__and3_1              19
sky130_fd_sc_hd__clkdlybuf4s50_1     90
sky130_fd_sc_hd__a22oi_1             27
## critical path, stage by stage
cell	delay, ns
sky130_fd_sc_hd__clkdlybuf4s50_1	0.41
sky130_fd_sc_hd__nor3_1	0.35
sky130_fd_sc_hd__nand3_1	0.30
sky130_fd_sc_hd__nor3_2	0.67
sky130_fd_sc_hd__buf_4	0.43
sky130_fd_sc_hd__a22oi_1	0.14
sky130_fd_sc_hd__nand2_1	0.09
sky130_fd_sc_hd__clkdlybuf4s50_1	0.46
## metrics by stage
step	std cells	instance area (sq um)	util (%)	total power, mW
floorplan	980	8300	-	0.528
global placement	1261	9400	58.6	0.572
detailed placement	1261	9400	58.6	0.572
CTS	1293	10100	62.6	1.25
global route	1293	10100	62.6	1.28
finish	1293	10100	62.6	1.24
## layer usage
layer | wire length (um) | up-vias | track usage, %
li1 | - | 3608 | -
met1 | 11700 | 3406 | 51.5
met2 | 9970 | 270 | 41.7
met3 | 2090 | 14 | 8.87
met4 | 218 | 0 | 2.23
met5 | 0 | - | 0
## worst min-delay path by stage
stage	startpoint	to	slack [ns]	depth (start not counted)
4_1_cts	msip_q[0]	msip_q[0]	0.54	1
5_1_grt	msip_q[0]	msip_q[0]	0.57	1
6_report	msip_q[0]	msip_q[0]	0.55	1
## cell type report
class | instances | area [sq um]
clock buffer | 19 | 443
clock inverter | 13 | 209
fill | 1394 | 6000
inverter | 68 | 255
multi-input combinational | 741 | 4620
sequential | 129 | 3230
tap | 216 | 270
timing repair buffer | 107 | 1030
Power and IR drop assume default switching activity.
