## config.mk

```make
export PLATFORM = sky130hd
export DESIGN_NAME = led_driver
export DESIGN_NICKNAME = led_driver
export VERILOG_FILES = /design/flow/design.v
export SDC_FILE = /design/flow/constraint.sdc
export NUM_CORES = 4
export LEC_CHECK = 1
export CORE_UTILIZATION = 50
```

## constraint.sdc

```tcl
current_design led_driver

set clk_period 4.7
set clk_io_pct 0.2

create_clock -name clk0 -period $clk_period [get_ports {clk}]

set non_clock_inputs [all_inputs -no_clocks]
set_input_delay [expr $clk_period * $clk_io_pct] -clock clk0 $non_clock_inputs
set_output_delay [expr $clk_period * $clk_io_pct] -clock clk0 [all_outputs]
```

## design.v

```verilog
`timescale 1ns/1ps
module led_driver (
    input clk,
    input rst_n,
    input logic         wb_cyc_i,
    input logic         wb_stb_i,
    input logic         wb_we_i,
    output logic        wb_ack_o,
    input  logic [3:0]  wb_sel_i,
    input  logic [1:0]  wb_adr_i,
    input  logic [31:0] wb_dat_i,
    output logic [31:0] wb_dat_o,
    output logic [7:0] leds
);
    logic [7:0] register [4];
    always_ff @(posedge clk) begin
        wb_ack_o <= 0;
        if (wb_cyc_i & wb_stb_i & ~wb_ack_o) begin
            integer i;
            for (i = 0; i < 4; i++) begin
                if (wb_we_i & wb_sel_i[i])
                    register[i] <= wb_dat_i[8*i +: 8];
            end
            wb_dat_o <= {register[3], register[2], register[1], register[0]};
            wb_ack_o <= 1;
        end
    end
    assign leds = register[0];
endmodule
```

## run.sh

```bash
#!/bin/bash
# OpenROAD 26Q1-2900-gdf79404cd8, Yosys 0.63+post, stock flow scripts
make -C /OpenROAD-flow-scripts/flow DESIGN_CONFIG=/design/flow/config.mk WORK_HOME=/design/flow/orfs finish
```

==> run_results.csv <==
group,metric,value,unit
outcome,status,"finished clean",
clock_network,root_buffer,"clkbuf_8",
worst_setup_path,reg2reg_depth,2,
run,maxCapViolCount,0,
clock_network,cts_tree,"built",
pwr,p_leak,1.04,nW
worst_setup_path,r2r-end,"wb_dat_o[28]$_DFFE_PP_",
synth,ff_type,"edfxtp_1",
detailed_routing,vias,1029,
timing,fmax,0.399,GHz
grt,grt_max_degree,18,
worst_setup_path,cp.required,4.71,ns
clock_network,clock_latency,0.32,ns
timing,relSlewSlack,45.2,%
floorplan,core_region_area,0.00374,mm^2
synth,netlist.area_leader.share,96.8,%
final_layout,layout-drive-gt1-share,9.47,%
final_layout,seq_area,0.00194,mm^2
clock_network,path_clk_slew,0.06,ns
worst_setup_path,path_class,"in2reg",
timing,rsz0062_at_grt,"no",
worst_setup_path,worst-path-buf-inv,2,
clock_network,clkSinkCount,65,
placement,dp.final_hpwl,2.56,mm
clock_network,cts_resized,0,
synth,ys_types,6,
worst_hold_path,hold_end,"wb_dat_o[21]$_DFFE_PP_",
detailed_routing,drtIter0Drc,13,
timing,period_used_share,53.4,%
pwr,ir_worst_vdd,374,uV
worst_setup_path,worst_path_largest_cell_delay,0.63,ns
grt,antenna_found_initial,0,
worst_setup_path,cp.arrival,2.52,ns
grt,track_usage,22.3,%
detailed_routing,n_antenna_cell,0,
clock_network,hold_buffers,0,
clock_network,post_cts_buffers,0,
synth,syn_area_per_cell,27.6,um^2
worst_setup_path,startpoint_type,"primary input",
synth,ys_top_cells_by_area,"edfxtp_1 97%, and2_1 1.3%, dfxtp_1 1.0%, and4b_1 0.50%, nand2_1 0.19%",
timing,hold_ws,0.418,ns
clock_network,htreeDepth,3,
timing,fin_setup_tns,0,ns
worst_hold_path,holdPathStages,0,
placement,port-buffer-count,80,
floorplan,die_w,65,um
worst_setup_path,critPathTopFamily,"buffers and inverters",
run,warnings,29,
worst_setup_path,worstPathCellList,"clkdlybuf4s50_1 -> nand2_1 -> nor2_2 -> buf_4",
timing,skew,0.00669,ns
detailed_routing,vias_per_cell,4.74,
worst_setup_path,reg2reg_from,"wb_ack_o$_DFF_P_",
floorplan,die-area,0.00423,mm^2
detailed_routing,wl_per_cell,17.7,um
placement,place_congestion,0.720,
synth,yosys.stat.seqShare,97.9,%
synth,yosys_cells,72,
floorplan,die_y,65,um
floorplan,placementRows,22,
synth,ys_async_sr_fraction,0,%
synth,ys_area,0.00198,mm^2
synth,top_cell,"edfxtp_1",
synth,largest_area_cell,"edfxtp_1",
timing,hold_viol,0,
detailed_routing,firstDrtPassIters,2,
timing,worst_pin_slew,0.822,ns
synth,syn_area,0.00198,mm^2
worst_hold_path,hp-start,"register[2][5]$_DFFE_PP_",
final_layout,fillerInstances,195,
worst_setup_path,critPathMaxFanout,17,
synth,ys_warn_count,2,
final_layout,syn2layout_area_growth,53.9,%
grt,grt_pass1_vias,1103,
synth,synthCells,72,
worst_setup_path,critPathCaptureType,"flop",
grt,grt_pass1_wl,5.62,mm
final_layout,fin_util,81.6,%
clock_network,clk_path_buf_depth,2,
worst_setup_path,reg2reg_setup_slack,3.02,ns
detailed_routing,final_antenna_net_count,0,
clock_network,cts_buffers,9,
floorplan,fp_util,53.0,%
synth,edf_count,64,
worst_hold_path,hold_class,"reg2reg",
floorplan,io-pin-count,84,
pwr,cellPowerDensity,383,mW/mm^2
timing,min_period,2.51,ns
synth,ys_ff,65,
timing,setup_viol,0,
worst_setup_path,cpMaxStageDelayCell,"nor2_2",
final_layout,comb_area,45.0,um^2
detailed_routing,drt-total-wl,3.83,mm
synth,top_cells_by_count,"64 x edfxtp_1, 4 x and2_1",
grt,grt_overflow,0,
timing,slew_violations,0,
detailed_routing,drc,0,
[logic make-up after synthesis]
group	after synthesis	synth area share (%)
flops	65	97.9
simple gates	7	2.14
[area by class of cell]
class | count | area share (%)
repair buffers | 81 | 26.5
clock buffers | 13 | 5.20
clock inverters | 3 | 1.31
flip-flops and latches | 65 | 63.6
multi-input cells | 7 | 1.47
well taps | 48 | 1.97
[placed cells by master, fill, tap and decap left out]
cell type        instances
clkbuf_1                 2
clkinv_2                 2
edfxtp_1                64
nand2_1                  1
and2_1                   4
clkbuf_8                11
nor2_2                   1
and4b_1                  1
dfxtp_1                  1
bufinv_16                1
clkdlybuf4s50_1         80
buf_4                    1
[metrics by stage]
step | power, mW | area [um^2] | cells | setup WS (ns)
2_1_floorplan | 0.672 | 1980 | 72 | 1.91
3_3_place_gp | 0.725 | 2860 | 201 | 1.92
3_5_place_dp | 0.728 | 2860 | 201 | 1.82
4_1_cts | 1.18 | 3050 | 217 | 2.14
5_1_grt | 1.21 | 3050 | 217 | 2.06
6_report | 1.17 | 3050 | 217 | 2.19
[how the worst max path moves through the flow]
stage / cells past startpoint / endpoint / from / slack, ns
after CTS: 4 / wb_dat_o[28]$_DFFE_PP_ / wb_stb_i / 2.14
after global routing: 4 / wb_dat_o[25]$_DFFE_PP_ / wb_stb_i / 2.06
final: 4 / wb_dat_o[28]$_DFFE_PP_ / wb_stb_i / 2.19
[power breakdown]
group / switching (mW) / internal (mW)
clock: 0.180 / 0.272
sequential: 0.00430 / 0.651
combinational: 0.0161 / 0.0449
[registers in the layout, indices dropped and copies added (netlist names)]
register / count
wb_dat_o: 32
wb_ack_o: 1
register: 32
[layer usage]
metal / share of wire (%) / vias up / track usage (%)
met5: 0 / - / 0
met3: 11 / 12 / 11.1
met4: 2.7 / 0 / 5.56
met1: 36 / 479 / 35.2
li1: - / 469 / -
met2: 51 / 69 / 32.8
Power is estimated from default activity; no workload was simulated.
